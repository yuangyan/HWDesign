===== /design/flow/design.v =====
`timescale 1ns / 1ps
module regfile(
    input             clk,
    input             wen,
    input      [4 :0] raddr1,
    input      [4 :0] raddr2,
    input      [4 :0] waddr,
    input      [31:0] wdata,
    output reg [31:0] rdata1,
    output reg [31:0] rdata2,
    input      [4 :0] test_addr,
    output reg [31:0] test_data
    );
    reg [31:0] rf[31:0];
    always @(posedge clk)
    begin
        if (wen) 
        begin
            rf[waddr] <= wdata;
        end
    end
    always @(*)
    begin
        case (raddr1)
            5'd1 : rdata1 = rf[1 ];
            5'd2 : rdata1 = rf[2 ];
            5'd3 : rdata1 = rf[3 ];
            5'd4 : rdata1 = rf[4 ];
            5'd5 : rdata1 = rf[5 ];
            5'd6 : rdata1 = rf[6 ];
            5'd7 : rdata1 = rf[7 ];
            5'd8 : rdata1 = rf[8 ];
            5'd9 : rdata1 = rf[9 ];
            5'd10: rdata1 = rf[10];
            5'd11: rdata1 = rf[11];
            5'd12: rdata1 = rf[12];
            5'd13: rdata1 = rf[13];
            5'd14: rdata1 = rf[14];
            5'd15: rdata1 = rf[15];
            5'd16: rdata1 = rf[16];
            5'd17: rdata1 = rf[17];
            5'd18: rdata1 = rf[18];
            5'd19: rdata1 = rf[19];
            5'd20: rdata1 = rf[20];
            5'd21: rdata1 = rf[21];
            5'd22: rdata1 = rf[22];
            5'd23: rdata1 = rf[23];
            5'd24: rdata1 = rf[24];
            5'd25: rdata1 = rf[25];
            5'd26: rdata1 = rf[26];
            5'd27: rdata1 = rf[27];
            5'd28: rdata1 = rf[28];
            5'd29: rdata1 = rf[29];
            5'd30: rdata1 = rf[30];
            5'd31: rdata1 = rf[31];
            default : rdata1 = 32'd0;
        endcase
    end
    always @(*)
    begin
        case (raddr2)
            5'd1 : rdata2 = rf[1 ];
            5'd2 : rdata2 = rf[2 ];
            5'd3 : rdata2 = rf[3 ];
            5'd4 : rdata2 = rf[4 ];
            5'd5 : rdata2 = rf[5 ];
            5'd6 : rdata2 = rf[6 ];
            5'd7 : rdata2 = rf[7 ];
            5'd8 : rdata2 = rf[8 ];
            5'd9 : rdata2 = rf[9 ];
            5'd10: rdata2 = rf[10];
            5'd11: rdata2 = rf[11];
            5'd12: rdata2 = rf[12];
            5'd13: rdata2 = rf[13];
            5'd14: rdata2 = rf[14];
            5'd15: rdata2 = rf[15];
            5'd16: rdata2 = rf[16];
            5'd17: rdata2 = rf[17];
            5'd18: rdata2 = rf[18];
            5'd19: rdata2 = rf[19];
            5'd20: rdata2 = rf[20];
            5'd21: rdata2 = rf[21];
            5'd22: rdata2 = rf[22];
            5'd23: rdata2 = rf[23];
            5'd24: rdata2 = rf[24];
            5'd25: rdata2 = rf[25];
            5'd26: rdata2 = rf[26];
            5'd27: rdata2 = rf[27];
            5'd28: rdata2 = rf[28];
            5'd29: rdata2 = rf[29];
            5'd30: rdata2 = rf[30];
            5'd31: rdata2 = rf[31];
            default : rdata2 = 32'd0;
        endcase
    end
    always @(*)
    begin
        case (test_addr)
            5'd1 : test_data = rf[1 ];
            5'd2 : test_data = rf[2 ];
            5'd3 : test_data = rf[3 ];
            5'd4 : test_data = rf[4 ];
            5'd5 : test_data = rf[5 ];
            5'd6 : test_data = rf[6 ];
            5'd7 : test_data = rf[7 ];
            5'd8 : test_data = rf[8 ];
            5'd9 : test_data = rf[9 ];
            5'd10: test_data = rf[10];
            5'd11: test_data = rf[11];
            5'd12: test_data = rf[12];
            5'd13: test_data = rf[13];
            5'd14: test_data = rf[14];
            5'd15: test_data = rf[15];
            5'd16: test_data = rf[16];
            5'd17: test_data = rf[17];
            5'd18: test_data = rf[18];
            5'd19: test_data = rf[19];
            5'd20: test_data = rf[20];
            5'd21: test_data = rf[21];
            5'd22: test_data = rf[22];
            5'd23: test_data = rf[23];
            5'd24: test_data = rf[24];
            5'd25: test_data = rf[25];
            5'd26: test_data = rf[26];
            5'd27: test_data = rf[27];
            5'd28: test_data = rf[28];
            5'd29: test_data = rf[29];
            5'd30: test_data = rf[30];
            5'd31: test_data = rf[31];
            default : test_data = 32'd0;
        endcase
    end
endmodule

===== /design/flow/run.sh =====
#!/bin/bash
# OpenROAD 26Q1-2900-gdf79404cd8, Yosys 0.63+post, stock flow scripts
make -C /OpenROAD-flow-scripts/flow DESIGN_CONFIG=/design/flow/config.mk WORK_HOME=/design/flow/orfs finish

===== /design/flow/config.mk =====
export PLATFORM = sky130hd
export DESIGN_NAME = regfile
export DESIGN_NICKNAME = regfile
export VERILOG_FILES = /design/flow/design.v
export SDC_FILE = /design/flow/constraint.sdc
export NUM_CORES = 4
export LEC_CHECK = 1
export CORE_UTILIZATION = 30

===== /design/flow/constraint.sdc =====
current_design regfile

set clk_period 11.6
set clk_io_pct 0.2

create_clock -name clk0 -period $clk_period [get_ports {clk}]

set non_clock_inputs [all_inputs -no_clocks]
set_input_delay [expr $clk_period * $clk_io_pct] -clock clk0 $non_clock_inputs
set_output_delay [expr $clk_period * $clk_io_pct] -clock clk0 [all_outputs]

==> flow_summary_export.csv <==
group,metric,value,unit
status,status,"completed",
route,num_vias,49700,
min_path,hp-class,"input pin to flop",
placement,place_congestion,1.09,
die,io-pin-count,150,
route,via_per_inst,7.60,
clock_network,path_clk_slew,60,ps
sta,finalHoldViolations,0,
synthesis,yosysTopAreaCell,"edfxtp_1",
placement,place_area,55100,um2
sta,setup_viol,0,
synthesis,synthFlopType,"edfxtp_1",
worst_setup_path,cpMaxStageDelayCell,"clkdlybuf4s50_1",
clock_network,cts_root_buffer,"clkbuf_16",
cells_and_area,largest_register_ffs,992,
die,rows,149,
route,wl_per_cell,55.2,um
synthesis,ys_cells,4053,
worst_setup_path,slowest_delay,840,ps
sta,holdWs,2330,ps
grt,grt_max_degree,46,
job,warning_count,26,
synthesis,area_leaders,"edfxtp_1 (60%), a22oi_1 (13%), and3_1 (7.5%), a2111oi_0 (3.1%), nand3_1 (2.8%)",
grt,track_usage,0.444,
clock_network,clock-sinks,992,
worst_setup_path,cp_data_arrival_time,7430,ps
synthesis,synth_cells,4053,
clock_network,cts_tree,"done",
worst_setup_path,crit_chain,"clkdlybuf4s50_1, nor2b_4, buf_4, and2_2, buf_4, a22oi_1, nand4_1, or4_1, clkdlybuf4s50_1",
cells_and_area,final_cell_mix,"edfxtp_1 (992), a22oi_1 (890), and3_1 (593)",
synthesis,yosysChipArea,49800,um2
grt,grt_pass1_vias,48900,
synthesis,synth.top_cell.area_share,0.598,
clock_network,cts_buffers,115,
synthesis,ys_seq_frac,0.598,
placement,port_buffers,149,
synthesis,ys_async_sr_fraction,0,
sta,max_freq,103,MHz
route,antenna_left,0,
sta,grt_setup_unrepaired,"false",
grt,overflow,0,
placement,placed_cells,6264,
cells_and_area,fillCellCount,15900,
sta,worst_slew_pin_slew,1120,ps
worst_setup_path,critPathMaxFanout,20,
die,initCoreUtil,0.302,
synthesis,synth_area,49800,um2
route,drt-total-wl,361000,um
route,drt_pre_antenna_iters,27,
synthesis,ys_ff,992,
route,drc,0,
cells_and_area,finalNonFillerCells,6535,
placement,place_hpwl,217000,um
pwr,vdd_ir_drop_max,0.000117,V
sta,slew_violations,0,
worst_setup_path,worst_setup_path_start_kind,"input pin",
worst_setup_path,cp.required,9280,ps
cells_and_area,largest_registers,"rf (992)",
min_path,holdPathStages,2,
grt,grt_antenna_before_repair,47,
job,maxCapViolCount,0,
clock_network,post_cts_resized,0,
clock_network,htreeDepth,3,
synthesis,ys_warn_count,1,
sta,fin_crit,9750,ps
cells_and_area,drive_gt1_frac,0.147,
die,dieArea,168000,um2
clock_network,cts_setup_buffers,0,
cells_and_area,layout_top_cell,"edfxtp_1",
sta,final.setup.tns,0,ps
clock_network,clockBufferDepth,3,
pwr,leakagePower,0.0210,uW
pwr,p_total,8890,uW
cells_and_area,largest-register,"rf",
sta,relSlewSlack,0.252,
die,core,165000,um2
die,die_x,410,um
synthesis,synth_cell_types,57,
cells_and_area,finalInstanceArea,59300,um2
die,fp.dieH,410,um
synthesis,syn_area_per_cell,12.3,um2
synthesis,edf_count,992,
worst_setup_path,critical_path_class,"input pin to output port",
pwr,power_density,150,nW/um2
grt,grt_pass1_wl,464000,um
sta,finalClockPeriodUsage,0.841,
cells_and_area,syn2layout_area_growth,18.9,%
clock_network,hold_buffers,0,
worst_setup_path,worstSetupEndpointType,"output port",
route,drt_iter0_markers,7651,
worst paths after layout:
kind	slack, ps	end	start
worst max-delay path	1850	rdata2[2]	raddr2[2]
worst min-delay path	2330	rf[2][12]	wdata[12]
synthesized netlist by cell type, drive strengths merged, types with 13 or more instances:
cell type  count
edfxtp       992
a22oi        890
and3         596
clkbuf       327
nand3        275
a2111oi      197
nand4        130
or4           91
buf           82
and2          75
nand2         61
nor2          56
a32oi         47
a222oi        43
nor3b         16
nand3b        14
and3b         13
o21ai         13
metal layers:
| layer | vias up | part of all wire | global-route usage |
|---|---|---|---|
| li1 | 17500 | - | - |
| met1 | 24200 | 0.32 | 0.486 |
| met2 | 6060 | 0.39 | 0.569 |
| met3 | 1841 | 0.20 | 0.374 |
| met4 | 51 | 0.085 | 0.275 |
| met5 | - | 0.0029 | 0.0598 |
logic make-up after synthesis:
| logic type | Yosys count | synth area share |
|---|---|---|
| muxes | 22 | 0.00497 |
| and+or+nand+nor | 1382 | 0.166 |
| buffers and inverters | 415 | 0.0341 |
| AOI/OAI and AO/OA | 1242 | 0.198 |
| DFF | 992 | 0.598 |
worst max-delay path: cells and delay by family:
family / cells / cell delay [ps]
and+or+nand+nor: 4 / 2050
AOI/OAI and AO/OA: 1 / 220
buffers and inverters: 4 / 2760
metrics by stage:
stage	worst slack, ps	utilization
6_report	1850	0.359
5_1_grt	2100	0.359
4_1_cts	2330	0.358
3_5_place_dp	2350	0.334
3_3_place_gp	2360	0.334
2_1_floorplan	5250	-
area by class of cell:
type	instances	area (um2)	share of cell area
clock inverters	84	1110	0.0188
repair buffers	431	3620	0.0610
diodes	58	145	0.00245
multi-input cells	2646	18900	0.319
inverters	6	22.5	0.000380
clock buffers	129	2950	0.0498
flip-flops and latches	992	29800	0.503
well taps	2189	2740	0.0462
power by group:
| group | switching [uW] | total (uW) | internal (uW) |
|---|---|---|---|
| registers | 42.9 | 4030 | 3990 |
| logic | 588 | 839 | 250 |
| clock network | 1690 | 4020 | 2330 |
| total | 2320 | 8890 | 6570 |
Power is estimated from default activity; no workload was simulated.
